File: ./config.mk
export PLATFORM = sky130hd
export DESIGN_NAME = riscv_ctrl
export DESIGN_NICKNAME = riscv_ctrl
export VERILOG_FILES = /design/flow/design.v
export SDC_FILE = /design/flow/constraint.sdc
export NUM_CORES = 4
export LEC_CHECK = 1
export CORE_AREA = 10 10 70 70
export DIE_AREA = 0 0 80 80
File: ./constraint.sdc
current_design riscv_ctrl

set clk_period 1.9
set clk_io_pct 0.2

create_clock -name clk0 -period $clk_period

set non_clock_inputs [all_inputs -no_clocks]
set_input_delay [expr $clk_period * $clk_io_pct] -clock clk0 $non_clock_inputs
set_output_delay [expr $clk_period * $clk_io_pct] -clock clk0 [all_outputs]
File: ./design.v
module riscv_ctrl
(
	input [6:0] i_ctrl_opcode,
	input [2:0] i_ctrl_funct3,
	input i_ctrl_funct7_5b,
	input i_ctrl_alu_zero,
	output reg [1:0] o_ctrl_src_pc,
	output reg [2:0] o_ctrl_src_imm,
	output reg [1:0] o_ctrl_src_rd,
	output reg o_ctrl_src_alu_a,
	output reg o_ctrl_src_alu_b,
	output reg o_ctrl_reg_wr_en,
	output reg o_ctrl_mem_wr_en,
	output reg [32/8-1:0] o_ctrl_mem_byte_sel,
	output reg [3:0] o_ctrl_alu_ctrl
);
	reg take_branch;
	always @ (*) begin
		if(i_ctrl_opcode == 7'b1100011) begin
			case(i_ctrl_funct3)
				3'b000	   : take_branch = i_ctrl_alu_zero;
				3'b001	   : take_branch = !i_ctrl_alu_zero;
				3'b100	   : take_branch = !i_ctrl_alu_zero;
				3'b101	   : take_branch = i_ctrl_alu_zero;
				3'b110    : take_branch = !i_ctrl_alu_zero;
				3'b111    : take_branch = i_ctrl_alu_zero;
				default				   : take_branch = 1'b0;
			endcase
		end else begin
			take_branch = 1'b0;
		end
	end
	always @ (*) begin
		case(i_ctrl_opcode)
			7'b1100011 : o_ctrl_src_pc = 	(take_branch) ? 2'b01 : 2'b00;
			7'b1101111	 : o_ctrl_src_pc = 2'b01;
			7'b1100111	 : o_ctrl_src_pc = 2'b10;
			default			 : o_ctrl_src_pc = 2'b00;
		endcase
	end
	always @ (*) begin
		case(i_ctrl_opcode)
			7'b0110011 		 : o_ctrl_src_imm = 3'b000;
			7'b0010011		 ,
			7'b0000011		 ,
			7'b1100111		 : o_ctrl_src_imm = 3'b001;
			7'b0100011		 : o_ctrl_src_imm = 3'b010;
			7'b1100011	 : o_ctrl_src_imm = 3'b011;
			7'b1101111		 : o_ctrl_src_imm = 3'b100;
			7'b0110111		 ,
			7'b0010111		 : o_ctrl_src_imm = 3'b101;
			default				 : o_ctrl_src_imm = 3'b111;
		endcase
	end
	always @ (*) begin
		case(i_ctrl_opcode)
			7'b0000011		 : o_ctrl_src_rd = 2'b01;
			7'b1101111		 ,
			7'b1100111		 : o_ctrl_src_rd = 2'b10;
			7'b0110111		 : o_ctrl_src_rd = 2'b11;
			default				 : o_ctrl_src_rd = 2'b00;
		endcase
	end
	always @ (*) begin
		case(i_ctrl_opcode)
			7'b0010111 : o_ctrl_src_alu_a = 1'b1;
			default			: o_ctrl_src_alu_a = 1'b0;
		endcase
	end
	always @ (*) begin
		case(i_ctrl_opcode)
			7'b0010011	,
			7'b0000011	,
			7'b0100011	,
			7'b0010111 ,
			7'b1100111  : o_ctrl_src_alu_b = 1'b1;
			default			: o_ctrl_src_alu_b = 1'b0;
		endcase
	end
	always @ (*) begin
		case(i_ctrl_opcode)
			7'b1100011,
			7'b0100011 : o_ctrl_reg_wr_en = 1'b0;
			default			: o_ctrl_reg_wr_en = 1'b1;
		endcase
	end
	always @ (*) begin
		case(i_ctrl_opcode)
			7'b0100011 : o_ctrl_mem_wr_en = 1'b1;
			default			: o_ctrl_mem_wr_en = 1'b0;
		endcase
	end
	always @ (*) begin
		case(i_ctrl_opcode)
			7'b0000011	,
			7'b0100011 : begin
				case(i_ctrl_funct3)
					3'b000	,
					3'b100	: o_ctrl_mem_byte_sel = 4'b0001;
					3'b001	,
					3'b101	: o_ctrl_mem_byte_sel = 4'b0011;
					3'b010	: o_ctrl_mem_byte_sel = 4'b1111;
					default : o_ctrl_mem_byte_sel = 4'b1111;
				endcase
			end
			default : o_ctrl_mem_byte_sel = 4'b1111;
		endcase
	end
	always @ (*) begin
		case(i_ctrl_opcode)
			7'b0110011,
			7'b0010011: begin
				case(i_ctrl_funct3)
					3'b000 : o_ctrl_alu_ctrl = ((i_ctrl_opcode == 7'b0110011) && i_ctrl_funct7_5b) ? 4'b1000 : 4'b0000;
					3'b100 : o_ctrl_alu_ctrl = 4'b0100;
					3'b110 : o_ctrl_alu_ctrl = 4'b0110;
					3'b111 : o_ctrl_alu_ctrl = 4'b0111;
					3'b001 : o_ctrl_alu_ctrl = 4'b0001;
					3'b101 : o_ctrl_alu_ctrl = i_ctrl_funct7_5b ? 4'b1101 : 4'b0101;
					3'b010 : o_ctrl_alu_ctrl = 4'b0010;
					3'b011 : o_ctrl_alu_ctrl = 4'b0011;
				endcase
			end
			7'b1100011 : begin
				case(i_ctrl_funct3)
					3'b000,
					3'b001 : o_ctrl_alu_ctrl = 4'b1000;
					3'b100,
					3'b101 : o_ctrl_alu_ctrl = 4'b0010;
					3'b110,
					3'b111 : o_ctrl_alu_ctrl = 4'b0011;
					default : o_ctrl_alu_ctrl = 4'b1111;
				endcase
			end
			default : o_ctrl_alu_ctrl = 4'b0000;
		endcase
	end
endmodule
File: ./run.sh
#!/bin/bash
# OpenROAD 26Q1-2900-gdf79404cd8, Yosys 0.63+post, stock flow scripts
make -C /OpenROAD-flow-scripts/flow DESIGN_CONFIG=/design/flow/config.mk WORK_HOME=/design/flow/orfs finish
==> CHANGELOG.md <==
### Physical design

* Gpl congestion at 0.842
* Num rows at 21
* CP Max Fanout at 5
* Area delta synth->final at 120%
* # setup viols final at 0
* Tcrit/Tclk final at 96.5%
* Sum Neg Setup Slack at 0 ns
* Crit path DAT at 1.45 ns
* Routed Antenna Nets at 0
* Post-synthesis sequential area ratio at 0%
* Fp_density at 12.6%
* XOR/XNOR Area Share at 2.04%
* Leak at 0.000457 uW
* Diodes inserted at 0
* Register area at 0 um2
* Worst min path class: in2out
* Flip-flops at 0
* Die Size at 0.00640 mm2
* MaxCap Viol Count at 0
* Outcome: finished clean
* Max-slew violation count at 0
* Hold-fix buffers, CTS at 0
* Crit path time final at 1.83 ns
* HPWL after detailed placement at 1510 um
* Core ar. at 0.00342 mm2
* First-pass GRT wire length at 2990 um
* Final hold violation count at 0
* Synth Area in Adders at 0%
* Power Density at 134 mW/mm2
* Boundary Pins at 31
* Cell Type Count at 37
* Largest net degree at the start of global routing at 10
* Number of warnings in the stage logs at 33
* CP Capture Type: primary output
* Overflow after GRT at 0
* Yosys synthesis chip area at 429 um2
* VDD IR max at 0.0000672 V
* Complex Gates by Area at 20.4%
* Worst Setup Slack, final at 0.0673 ns
* Fmax at 546 MHz
* Mean post-synth cell area at 6.71 um2
* Worst setup SP type: primary input
* Initial DRC Count at 45
* Fillers at 372
* Syn Inst Count at 64
* Clock buffer count at 0
* Yosys warns at 1
* Cell area after synthesis at 429 um2
* WP data required at 1.52 ns
* Post-route DRC at 0
* Placement-stage cell area at 853 um2
* Dominant comb cell: simple AND/OR/NAND/NOR gates
* Gr usage total at 5.61%
* Number of global-route vias before repair at 638
* Chip width at 80 um
* Fraction of layout cells with a size suffix above 1 at 47.3%
* Die H at 80 um
* Router iterations before antenna repair at 4
* Pre-CTS setup slack at -0.623 ns
* MUX area fraction at 4.66%
* Yosys stat cell total at 64
* Vias at 627
* Critical setup path kind: in2out
* WL per Instance at 12.3 um
* Post-route cell area at 942 um2
* Antenna violations before repair at 0
* Overall routed net length at 1920 um
* Simple-Gate Area Share at 56.9%
* Vias per inst at 4.02
* Port Buf Inserts at 30
[kinds of logic (layout without fill, tap and decap cells)]
family	count (synthesis)	count (layout)
simple gates	39	39
compound gates	12	12
buf+inv	9	55
mux	2	2
other cells	1	1
xor+xnor	1	1
[synth_stat cells (2+ instances only)]
master	instances	area share, %
nor2_1	7	6.1
o21ai_0	3	3.5
nand2_1	7	6.1
buf_4	3	5.2
o31ai_1	2	3.5
and2b_2	2	4.1
nor3_1	3	3.5
nand3_1	6	7.0
nand4_1	2	2.9
mux2i_1	2	4.7
[cell type report]
class | instances | area, um2 | area share [%]
Timing Repair Buffer | 54 | 460 | 48.9
Multi-Input combinational cell | 55 | 420 | 44.6
Tap cell | 46 | 57.6 | 6.11
Inverter | 1 | 3.75 | 0.398
[metrics by stage]
step,total power [uW],hold slack (ns),cells,utilization (%)
6_report,126,1.18,156,27.6
5_1_grt,138,1.23,156,27.6
4_1_cts,114,1.22,154,25.7
3_5_place_dp,113,1.75,149,25.0
3_3_place_gp,113,1.76,149,25.0
2_1_floorplan,51.1,0.788,64,-
[power by group]
group / internal (uW) / total [uW] / switching (uW) / leakage [uW]
logic: 69.8 / 126 / 56.1 / 0.000457
registers: 0 / 0 / 0 / 0
clock network: 0 / 0 / 0 / 0
[cells in the final DEF (no fill, tap or decap), drive strengths merged, types with 2 or more instances in the layout]
master,n
buf,33
clkdlybuf4s50,5
nand2,8
nand4,2
nor3,3
and2b,2
o21ai,3
mux2i,2
a21boi,2
dlygate4sd2,12
dlymetal6s2s,3
nor2,7
o31ai,2
nand3,6
[layer usage]
metal | up-vias | track usage (%) | part of all wire (%)
met2 | 23 | 8.51 | 42
met5 | - | 0 | 0
met4 | 0 | 0 | 0
met3 | 0 | 2.05 | 9.8
li1 | 319 | - | -
met1 | 285 | 7.84 | 48
[worst max-delay path, stage by stage]
cell           delay, ns
buf_6               0.11
and4bb_4            0.35
buf_6               0.10
nand2_1             0.07
or2_1               0.21
dlygate4sd2_1       0.24
[path summary, 6_finish.rpt]
path	startpoint	end	cells past startpoint
setup / recovery	i_ctrl_opcode[3]	o_ctrl_mem_byte_sel[1]	6
hold / removal	i_ctrl_opcode[0]	o_ctrl_src_imm[1]	4
[timing repair]
item	4_1_cts	5_1_grt
pin swaps	10	6
endpoints found under the setup margin	18	6
gates resized	64	15
setup buffers	6	3
Power figures rest on the tool's default switching activity, not on a simulated workload.
